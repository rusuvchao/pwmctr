[flow/run.sh]
#!/bin/bash
# OpenROAD 26Q1-2900-gdf79404cd8, Yosys 0.63+post, stock flow scripts
make -C /OpenROAD-flow-scripts/flow DESIGN_CONFIG=/design/flow/config.mk WORK_HOME=/design/flow/orfs finish
[flow/config.mk]
export PLATFORM = sky130hd
export DESIGN_NAME = pwm_ctr
export DESIGN_NICKNAME = pwm_ctr
export VERILOG_FILES = /design/flow/design.v
export SDC_FILE = /design/flow/constraint.sdc
export NUM_CORES = 4
export LEC_CHECK = 1
export CORE_UTILIZATION = 50
[flow/constraint.sdc]
current_design pwm_ctr

set clk_period 11.0
set clk_io_pct 0.2

create_clock -name clk0 -period $clk_period [get_ports {core_clk}]
create_clock -name clk1 -period $clk_period [get_ports {pclk}]

set non_clock_inputs [all_inputs -no_clocks]
set_input_delay [expr $clk_period * $clk_io_pct] -clock clk0 $non_clock_inputs
set_output_delay [expr $clk_period * $clk_io_pct] -clock clk0 [all_outputs]
[flow/design.v]
 module   apb_slave
	(
		input               pclk        ,
		input               rsn         ,
		input [31:0]        paddr       ,
		input [15:0]        pwdata      ,
		input               pwrite      ,
		input               psel        ,
		input               penable     ,
		input [1:0]         pstrb       ,
		output reg [15:0]   prdata      ,
		input               pready      ,
		output              pslverr     ,
        output reg [15:0]   MEM0,
        output reg [15:0]   MEM1 
	);
    assign pslverr  = 0;
    assign pready   = 1;
    always@(posedge pclk or negedge rsn)  
    if (!rsn)   begin 
        MEM0    <= 0;
        MEM1    <= 0;
        prdata  <= 0;
    end else if (psel&penable) begin 
        if (pwrite)  begin 
            if      ( (paddr==32'd0) && (pstrb[0]==1) ) MEM0[ 7:0] <= pwdata[7:0];            
            else if ( (paddr==32'd0) && (pstrb[1]==1) ) MEM0[15:8] <= pwdata[7:0];
            else if ( (paddr==32'd1) && (pstrb[0]==1) ) MEM1[ 7:0] <= pwdata[7:0];            
            else if ( (paddr==32'd1) && (pstrb[1]==1) ) MEM1[15:8] <= pwdata[7:0];
        end else if (!pwrite) begin 
            if      ( (paddr==32'd0)  ) prdata <= MEM0;   
            else if ( (paddr==32'd1)  ) prdata <= MEM1;         
        end 
    end
endmodule
 module   pwm_config
	(
		input          pclk,     
        input          core_clk,   
		input          rsn,     
        input       [15:0]  MEM0,
        input       [15:0]  MEM1,
		output       [15:0]  data,      
		output       [ 3:0]  PWM_PRD,  
        output       [ 2:0]  PWM_RES,  
        output               PWM_POL  
	);
    reg [2:0] STATE;  
    wire [2:0] STATE_WAIT =0;
    wire [2:0] STATE_READY=1;
    wire [2:0] STATE_LOCK =2;
    wire [2:0] STATE_VALID=3;
    wire [2:0] STATE_END  =4;
    reg valid, ready;
    reg [31:0]  LOCK, MEMO;
    reg ready_pclk;
    always@(posedge pclk or negedge rsn)  
    if (!rsn) 
        ready_pclk <= 0; 
    else 
        ready_pclk <= ready;
    always@(*)
    begin 
        STATE=STATE_WAIT;
        if ( (valid==0) && (ready==0)                       ) STATE=STATE_WAIT ;
        if ( (valid==0) && (ready==1) && (ready_pclk==0)    ) STATE=STATE_READY;
        if ( (valid==0) && (ready==1) && (ready_pclk==1)    ) STATE=STATE_LOCK ;
        if ( (valid==1) && (ready==1)                       ) STATE=STATE_VALID;
        if ( (valid==1) && (ready==0)                       ) STATE=STATE_END  ;
    end 
    always@(posedge pclk or negedge rsn)  
    if (!rsn) begin 
        valid<=0;  
        LOCK<= 0; 
    end else 
    case ( STATE )
        STATE_READY: LOCK<={MEM1,MEM0};   
        STATE_LOCK : valid<=1;
        STATE_END  : valid<=0; 
    endcase
    always@(posedge core_clk or negedge rsn)  
    if (!rsn) begin 
        ready <= 0; 
        MEMO<=0;
    end else 
    case ( STATE )
        STATE_WAIT  :                   ready <= 1;   
        STATE_VALID : begin MEMO<=LOCK; ready <= 0;  end   
    endcase
    assign data=MEMO[15:0];       
    assign {PWM_PRD,PWM_RES,PWM_POL}=MEMO[31:16];
endmodule
 module   pwm_ctr
	(
		input               pclk        ,
		input               preset_n         ,
		input [31:0]        paddr       ,
		input [15:0]        pwdata      ,
		input               pwrite      ,
		input               psel        ,
		input               penable     ,
		input [1:0]         pstrb       ,
		output [15:0]       prdata      ,
		input               pready      ,
		output              pslverr     ,
        input               core_clk,
        input               core_rst_n,
        output              pwm_o
	);
    wire pclk_swich = (1)? pclk :  core_clk;
    wire rsn = (1)? preset_n&core_rst_n :  core_rst_n;
    wire [15:0]   MEM0;
    wire [15:0]   MEM1; 
    apb_slave apb_slave
	(
		pclk_swich        ,
		rsn         ,
		paddr       ,
		pwdata      ,
		pwrite      ,
		psel        ,
		penable     ,
		pstrb       ,
		prdata      ,
		pready      ,
		pslverr     ,        
        MEM0,
        MEM1 );
    wire [15:0] data;         
    wire [ 3:0] PWM_PRD;  
    wire [ 2:0] PWM_RES;  
    wire        PWM_POL;  
    pwm_config pwm_config
	(
		pclk_swich,      
        core_clk,   
		rsn,     
        MEM0,
        MEM1, 
		data,      
		PWM_PRD,
        PWM_RES,
        PWM_POL 
        );
    pwm_drive pwm_drive
	(
		core_clk,     
		rsn,                     
		data,      
		PWM_PRD,  
        PWM_RES,  
        PWM_POL,  
        pwm_o     
	);
endmodule
 module   pwm_drive
	(
		input          clk,     
		input          rsn,                     
		input       [15:0]  data,      
		input       [ 3:0]  PWM_PRD,  
        input       [ 2:0]  PWM_RES,  
        input               PWM_POL,  
        output reg pwm_o  
	);
    reg [7:0] N;
    always@(*)
    begin     
        case(PWM_RES) 
                4: N= 1;
                3: N= 2;
                2: N= 4;
                1: N= 8;
          default: N= 16;
        endcase        
        case(PWM_PRD) 
                7: N=N*8;  
                6: N=N*7;
                5: N=N*6;
                4: N=N*5;
                3: N=N*4;
                2: N=N*3;
                1: N=N*2; 
          default: N=N*2; 
        endcase
    end 
    reg [7:0] clk_cnt;
    always@(posedge clk  or negedge rsn) 
	if (!rsn)               clk_cnt <= 0;
    else if (clk_cnt<(N-1)) clk_cnt <= clk_cnt + 1;
    else                    clk_cnt <= 0;   
    reg clk_div;
    always@(posedge clk  or negedge rsn) 
	if (!rsn)   clk_div <= 0;
    else        clk_div <= (clk_cnt==0) ; 
    reg [15:0] dref;
    always@(posedge clk_div  or negedge rsn) 
    if (!rsn)            dref <= 0;  
    else if (PWM_RES==4) dref <= dref + 1;
    else if (PWM_RES==3) dref <= dref + 2;
    else if (PWM_RES==2) dref <= dref + 4;
    else if (PWM_RES==1) dref <= dref + 2;
    else if (PWM_RES==0) dref <= dref + 1; 
    always@(posedge clk_div  or negedge rsn) 
    if (!rsn)           pwm_o <= 0;    
    else if (PWM_POL)   pwm_o <= data > dref;  
    else                pwm_o <= data < dref;  
endmodule
==> COMMIT_EDITMSG <==
Record implementation results from latest flow run

- In the synthesis report, Yosys lists the chip area as 7450 um^2.
* First Err: ERROR: Found 1 problems in 'check -assert'.
- The warning tally printed by Yosys for this design is 3.
- Dominant register cell: sky130_fd_sc_hd__dfrtp_1
* Post-synth seq share: 42.0%
* Cell count listed in synth_stat.txt: 713
- Failed at: 1_2_yosys
- Yosys mapped a number of flops with a built-in enable equal to 0.
- Counting flops and latches in the post-synthesis netlist gives 125.
* Cell variety after synth: 84
* Outcome: did not finish
* Proportion of synthesized flip-flops having asynchronous set or reset: 100%
[cell usage after synthesis, types with 3 or more instances]
library cell / count / area, um^2
sky130_fd_sc_hd__nor2b_1: 10 / 62.6
sky130_fd_sc_hd__dfrtp_1: 125 / 3130
sky130_fd_sc_hd__nor2_1: 26 / 97.6
sky130_fd_sc_hd__buf_2: 10 / 50.1
sky130_fd_sc_hd__o22ai_1: 7 / 43.8
sky130_fd_sc_hd__a21oi_1: 32 / 160
sky130_fd_sc_hd__a31oi_1: 4 / 25.0
sky130_fd_sc_hd__or4_1: 3 / 22.5
sky130_fd_sc_hd__o31ai_1: 3 / 22.5
sky130_fd_sc_hd__and4_1: 3 / 26.3
sky130_fd_sc_hd__nor3_1: 9 / 45.0
sky130_fd_sc_hd__o221ai_1: 3 / 26.3
sky130_fd_sc_hd__clkbuf_1: 25 / 93.8
sky130_fd_sc_hd__inv_1: 33 / 124
sky130_fd_sc_hd__buf_4: 4 / 30.0
sky130_fd_sc_hd__o211ai_1: 5 / 37.5
sky130_fd_sc_hd__nand3_1: 22 / 110
sky130_fd_sc_hd__o21a_1: 6 / 45.0
sky130_fd_sc_hd__o21ai_0: 33 / 165
sky130_fd_sc_hd__o21ai_1: 4 / 20.0
sky130_fd_sc_hd__and3_1: 8 / 50.1
sky130_fd_sc_hd__nand2_1: 54 / 203
sky130_fd_sc_hd__and2_1: 5 / 31.3
sky130_fd_sc_hd__mux2_2: 79 / 890
sky130_fd_sc_hd__nand2b_1: 8 / 50.1
sky130_fd_sc_hd__xnor2_1: 21 / 184
sky130_fd_sc_hd__ha_1: 41 / 513
sky130_fd_sc_hd__nand4_1: 9 / 56.3
sky130_fd_sc_hd__mux2i_1: 16 / 160
sky130_fd_sc_hd__nand3b_1: 3 / 22.5
sky130_fd_sc_hd__xor2_1: 8 / 70.1
sky130_fd_sc_hd__o31ai_2: 7 / 87.6
sky130_fd_sc_hd__a21o_1: 7 / 52.6
sky130_fd_sc_hd__nor4_1: 13 / 81.3
[cells by family after synthesis]
kind of cell             synth area share (%)
XOR/XNOR                                 3.41
multiplexers                             14.4
buffers and inverters                    4.33
flip-flops                               42.0
other                                   0.101
adder cells (fa/ha/maj)                  7.42
AND/OR/NAND/NOR                          14.3
AND-OR/OR-AND                            14.0
